**/design/flow/design.v**
```verilog
module servo_lr_10khz #(
    parameter integer FRAME_TICKS     = 200,
    parameter integer PULSE_TICKS_0   = 7,
    parameter integer PULSE_TICKS_90  = 15,
    parameter integer PULSE_TICKS_180 = 23
) (
    input  wire clk,      
    input  wire rst,      
    input  wire l_ctrl,   
    input  wire r_ctrl,   
    output wire servo
);
    reg [15:0] cnt;
    reg [15:0] current_pulse;
    always @(posedge clk or posedge rst) begin
        if (rst) begin
            current_pulse <= PULSE_TICKS_90;
        end else if (l_ctrl && !r_ctrl) begin
            current_pulse <= PULSE_TICKS_0;
        end else if (!l_ctrl && r_ctrl) begin
            current_pulse <= PULSE_TICKS_180;
        end else if (!l_ctrl && !r_ctrl) begin
            current_pulse <= PULSE_TICKS_90;
        end
    end
    always @(posedge clk or posedge rst) begin
        if (rst) begin
            cnt <= 16'd0;
        end else if (cnt >= FRAME_TICKS - 1) begin
            cnt <= 16'd0;
        end else begin
            cnt <= cnt + 16'd1;
        end
    end
    assign servo = (cnt < current_pulse);
endmodule
```
**/design/flow/run.sh**
```bash
#!/bin/bash
# OpenROAD 26Q1-2900-gdf79404cd8, Yosys 0.63+post, stock flow scripts
make -C /OpenROAD-flow-scripts/flow DESIGN_CONFIG=/design/flow/config.mk WORK_HOME=/design/flow/orfs finish
```
**/design/flow/config.mk**
```make
export PLATFORM = sky130hd
export DESIGN_NAME = servo_lr_10khz
export DESIGN_NICKNAME = servo_lr_10khz
export VERILOG_FILES = /design/flow/design.v
export SDC_FILE = /design/flow/constraint.sdc
export NUM_CORES = 4
export LEC_CHECK = 1
export CORE_AREA = 10 10 84 84
export DIE_AREA = 0 0 94 94
```
**/design/flow/constraint.sdc**
```tcl
current_design servo_lr_10khz

set clk_period 1.5
set clk_io_pct 0.2

create_clock -name clk0 -period $clk_period [get_ports {clk}]

set non_clock_inputs [all_inputs -no_clocks]
set_input_delay [expr $clk_period * $clk_io_pct] -clock clk0 $non_clock_inputs
set_output_delay [expr $clk_period * $clk_io_pct] -clock clk0 [all_outputs]
```
==> out/qor.yml <==
cells_and_area:
  syn_to_final_growth_pct: 48.0
  finalNonFillerCells: 161
  utilization: 0.215
  post_route_cells_drive_above_1_share: 0.363
pwr:
  fin_total_pwr_uw: 939
  power.density_mw_per_mm2: 840
  p_leak_uw: 0.000472
  vdd_drop_max_mv: 0.415
die:
  row_count: 26
  initial_core_util: 0.145
  die_w_um: 94
  io_pins: 5
  die_h_um: 94
  die-area_mm2: 0.00884
  coreArea_mm2: 0.00520
logic_synthesis:
  ys_area_um2: 756
  synthCells: 63
  yosysCellCount: 63
  synth_area_um2: 756
  yosysTopAreaCellShare: 0.563
  yosys-top-cells-area: "dfrtp_1 56%, ha_1 8.3%, dfstp_2 3.5%"
  avgSynthCellArea_um2: 12.0
  top_area_cell: "dfrtp_1"
  synth_cell_type_count: 20
  ys_seq_share: 0.598
  synth_flops: 18
  ys.warnings.count: 1
timing:
  fmax_ghz: 0.567
  fin_skew_ns: 0.00385
  hold_viol: 0
  setup_viol: 1
  fin_ws_ns: -0.263
  report.final.slew_viol_count: 0
  rsz0062_at_grt: "true"
  period_used_share: 1.18
  post-route-min-period_ns: 1.76
cts:
  numCtsBuffers: 3
  clockRootBuffer: "clkbuf_8"
  cts_buffer_depth: 2
  clk_pin_slew_ns: 0.07
  clock.latency.late_pin_ns: 0.25
  cts_tree: "yes"
  holdBufCountCts: 0
  cts.sinks: 18
  htreeDepth: 1
grt:
  overflow: 0
  grtUsageTotal: 0.0318
  antenna_found_initial: 0
  grt_pass1_vias: 495
  grt_max_degree: 19
  grt_pass1_wl_um: 2280
outcome:
  violations: "negative setup slack"
  status: "complete, but fails checks"
placed_design:
  place_congestion: 0.796
  dp.cells: 156
  numPortBuffers: 4
  dp_hpwl_um: 930
hold_path:
  hold_class: "in2async"
run:
  drv_cap: 0
  tool_warnings: 28
critical_path:
  path_cells: "inv_2, ha_4, a31o_2, a21oi_2, buf_2"
  path_buffers: 2
  end_kind: "output port"
  cp-start-kind: "flip-flop"
  cp_slowest_cell: "dfstp_2"
  crit_type: "reg2out"
  crit_fanout: 2
  cp_top_family: "flip-flops"
  r2r_end: "cnt[7]"
  cpPeakStageDelay_ns: 0.54
  r2r_start: "cnt[0]"
  ff2ff_setup_slack_ns: 0.07
  crit_required_ns: 1.20
  crit_arrival_ns: 1.46
  reg2regPathDepth: 5
routing:
  dr.pass1.iters: 3
  viasPerCell: 3.22
  wire_per_inst_um: 7.81
  num_antenna_cells: 0
  vias: 518
  drt_iter0_markers: 37
  drc: 0
  ant_nets: 0
  routed_wl_um: 1260
## synth_stat cells
library cell / instances
o211ai_2: 1
nand4_1: 1
a2111oi_2: 1
xnor2_1: 1
dfrtp_1: 17
a21oi_1: 4
nor2_1: 5
conb_1: 1
mux2_2: 2
nand2_1: 3
xor2_1: 2
nand3_1: 3
or3_1: 3
nand3_2: 1
ha_1: 5
o21ai_0: 3
nor4_1: 3
a31o_2: 1
dfstp_2: 1
inv_1: 5
## cell usage in the layout, fill, tap and decap left out, types with 2 or more instances in the layout
master and instances:
nor2_1 5, ha_1 3, o21ai_0 3, mux2_2 2
clkbuf_8 4, buf_4 12, clkdlybuf4s50_1 3, nand2_1 3
xor2_1 2, a21oi_2 4, dfrtp_1 17, or3_1 3
nor4_1 2, inv_1 4, conb_1 8, nand3_1 3
## tightest hold or removal path, stage by stage
cell,delay (ns)
clkdlybuf4s50_1,0.39
inv_1,0.05
buf_4,0.24
## stage by stage
step / setup slack, ns / setup TNS, ns / hold WS, ns / cell area (um2)
finish: -0.263 / -0.263 / 0.362 / 1120
global route: -0.318 / -0.318 / 0.389 / 1120
CTS: -0.274 / -0.274 / 0.367 / 1100
detailed placement: -0.502 / -1.42 / 0.493 / 1000
global placement: -0.451 / -1.34 / 0.492 / 1000
floorplan: 0.0677 / 0 / 0.238 / 782
## power by group
part           internal (uW)  switching [uW]
clock                    233             147
combinational           22.8            24.6
sequential               505            6.86
total                    760             179
## sequential cells by signal, indices dropped and copies added, names as in the netlist
signal / cells
cnt: 16
current_pulse: 2
## worst max path at each step
stage                 from  endpoint  slack (ns)  depth (start not counted)
4_1_cts   current_pulse[3]     servo       -0.27                          5
5_1_grt   current_pulse[3]     servo       -0.32                          5
6_report  current_pulse[3]     servo       -0.26                          5
## metal layers
layer	global-route usage	vias up	routed length, um
met5	0	-	0
met4	0.00127	0	0
met3	0.0162	0	83
met2	0.0397	6	504
met1	0.0492	245	671
li1	-	267	-
## cell type report
class | instances | area [um2]
fill | 568 | 4090
sequential | 18 | 452
tap | 70 | 87.6
inverter | 5 | 18.8
multi-input combinational | 47 | 369
timing repair buffer | 17 | 136
clock buffer | 4 | 55.1
## cell families after synthesis
group	share of synthesized area
buffers and inverters	0.0248
adders and majority gates	0.0828
DFF	0.598
muxes	0.0298
AOI/OAI and AO/OA	0.0944
other	0.00496
xor gates and xnor gates	0.0348
and+or+nand+nor	0.131
## repair_timing
item                                    CTS  global route
buffers inserted                          0             1
endpoints found under the setup margin    9             9
gates resized                            11             3
pin swaps                                 5             1
No activity file was given, so power comes from the tool's default toggle rates.
